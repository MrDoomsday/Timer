==> design.v <==
module timer #(
    parameter FREQUENCY_VALUE = 50_000_000 
) (
    input logic clk,
    input logic reset_n,
    input 	logic   [1:0]	avmms_address,
	input 	logic			avmms_write,
	input 	logic	[31:0]	avmms_writedata,
    input   logic   [3:0]   avmms_byteenable, 
	input 	logic			avmms_read,
	output 	logic 	[31:0]	avmms_readdata,
    output  logic           coe_interrupt
);
logic [63:0] counter, counter_reg;
logic complete;
logic busy;
logic start;
logic stop;
always_ff @ (posedge clk or negedge reset_n)
    if(!reset_n) {stop, start} <= 2'h0;
    else if(avmms_write && (avmms_address == 2'h0)) begin
        if(avmms_byteenable[0]) {stop, start} <= avmms_writedata[1:0];
    end
    else {stop, start} <= 2'h0;
always_ff @ (posedge clk or negedge reset_n)
    if(!reset_n) counter_reg[31:0] <= 32'h0;
    else if(avmms_write && (avmms_address == 2'h1)) begin
        if(avmms_byteenable[3]) counter_reg[31:24] <= avmms_writedata[31:24];
        if(avmms_byteenable[2]) counter_reg[23:16] <= avmms_writedata[23:16];
        if(avmms_byteenable[1]) counter_reg[15:8] <= avmms_writedata[15:8];
        if(avmms_byteenable[0]) counter_reg[7:0] <= avmms_writedata[7:0];
    end
always_ff @ (posedge clk or negedge reset_n)
    if(!reset_n) counter_reg[63:32] <= 32'h0;
    else if(avmms_write && (avmms_address == 2'h2)) begin
        if(avmms_byteenable[3]) counter_reg[63:56] <= avmms_writedata[31:24];
        if(avmms_byteenable[2]) counter_reg[55:48] <= avmms_writedata[23:16];
        if(avmms_byteenable[1]) counter_reg[47:40] <= avmms_writedata[15:8];
        if(avmms_byteenable[0]) counter_reg[39:32] <= avmms_writedata[7:0];
    end
always_ff @ (posedge clk) begin
    case(avmms_address)
        2'h0: avmms_readdata <= {28'h0, complete, busy, stop, start};
        2'h1: avmms_readdata <= counter_reg[31:0];
        2'h2: avmms_readdata <= counter_reg[63:32];
        2'h3: avmms_readdata <= 32'h0;
        default: avmms_readdata <= 32'h0;
    endcase
end
always_ff @ (posedge clk or negedge reset_n)
    if(!reset_n) counter <= 64'h0;
    else if(start && (counter_reg > 64'h0)) counter <= counter_reg;
    else if(stop) counter <= 64'h0;
    else if(counter > 64'h0) counter <= counter - 64'h1;
always_ff @ (posedge clk or negedge reset_n)
    if(!reset_n) complete <= 1'b0;
    else if(counter == 64'h1) complete <= 1'b1;
    else if(avmms_write && (avmms_address == 2'h0)) complete <= 1'b0;
always_ff @ (posedge clk or negedge reset_n)
    if(!reset_n) busy <= 1'b0;
    else if(start && (counter_reg > 64'h0)) busy <= 1'b1;
    else if(stop || (counter == 64'h1)) busy <= 1'b0;
assign coe_interrupt = complete;
endmodule
==> run.sh <==
#!/bin/bash
# OpenROAD 26Q1-2900-gdf79404cd8, Yosys 0.63+post, stock flow scripts
make -C /OpenROAD-flow-scripts/flow DESIGN_CONFIG=/design/flow/config.mk WORK_HOME=/design/flow/orfs finish
==> config.mk <==
export PLATFORM = sky130hd
export DESIGN_NAME = timer
export DESIGN_NICKNAME = timer
export VERILOG_FILES = /design/flow/design.v
export SDC_FILE = /design/flow/constraint.sdc
export NUM_CORES = 4
export LEC_CHECK = 1
export CORE_UTILIZATION = 30
==> constraint.sdc <==
current_design timer

set clk_period 10.2
set clk_io_pct 0.2

create_clock -name clk0 -period $clk_period [get_ports {clk}]

set non_clock_inputs [all_inputs -no_clocks]
set_input_delay [expr $clk_period * $clk_io_pct] -clock clk0 $non_clock_inputs
set_output_delay [expr $clk_period * $clk_io_pct] -clock clk0 [all_outputs]
==> node_exporter_impl.prom <==
# HELP chip_impl_metric Yosys and OpenROAD flow results
# TYPE chip_impl_metric gauge
chip_impl_metric{name="post_dp_cell_area",unit="um^2"} 8530
chip_impl_metric{name="top_area_contributor_share",unit=""} 0.442
chip_impl_metric{name="synth.distinct_cells",unit=""} 53
chip_impl_metric{name="fraction_of_final_layout_cells_with_drive_strength_greater_than_1",unit=""} 0.176
chip_impl_metric{name="globalRouteOverflowTotal",unit=""} 0
chip_impl_metric{name="diodes",unit=""} 0
chip_impl_info{name="crit_chain",value="clkdlybuf4s50_1 > nor2b_2 > buf_4 > nand3_1 > mux2_2"} 1
chip_impl_metric{name="finalHoldViolations",unit=""} 0
chip_impl_metric{name="dp_hpwl",unit="um"} 13600
chip_impl_metric{name="power.sequential.fraction",unit=""} 0.466
chip_impl_metric{name="async_set_or_reset_register_ratio_after_synthesis",unit=""} 0.805
chip_impl_metric{name="drt_pass1_iterations",unit=""} 6
chip_impl_metric{name="ant_nets",unit=""} 0
chip_impl_metric{name="crit_arrival",unit="ps"} 4170
chip_impl_metric{name="finalWeightedCongestion",unit=""} 0.852
chip_impl_metric{name="wl",unit="um"} 19200
chip_impl_metric{name="synth.yosys.chip_area",unit="um^2"} 7470
chip_impl_metric{name="chip_area",unit="um^2"} 25500
chip_impl_metric{name="power_switching",unit="mW"} 0.673
chip_impl_metric{name="post_cts.repair.setup_buffers",unit=""} 0
chip_impl_metric{name="dpl_worst_slack",unit="ps"} 5910
chip_impl_metric{name="clkTransAtPathRegs",unit="ps"} 60
chip_impl_metric{name="floorplan.core_util",unit=""} 0.306
chip_impl_metric{name="clock_power_share",unit=""} 0.316
chip_impl_metric{name="post_cts_hold_buffer_count",unit=""} 0
chip_impl_metric{name="cts_num_sinks",unit=""} 164
chip_impl_info{name="timing.critical_path.to_type",value="register"} 1
chip_impl_metric{name="p_sw_frac",unit=""} 0.322
chip_impl_metric{name="largest_net_degree_at_the_start_of_global_routing",unit=""} 60
chip_impl_metric{name="timing.final.max_slew_violations",unit=""} 0
chip_impl_metric{name="max_freq",unit="MHz"} 259
chip_impl_metric{name="grt_pass1_wl",unit="um"} 30900
chip_impl_metric{name="tool_warnings",unit=""} 27
chip_impl_metric{name="die-width",unit="um"} 160
chip_impl_metric{name="insertion_delay",unit="ps"} 420
chip_impl_metric{name="synth_to_final_area_change",unit="%"} 22.3
chip_impl_metric{name="drt-initial-drc-count",unit=""} 312
chip_impl_metric{name="fin_total_pwr",unit="mW"} 2.09
chip_impl_metric{name="post-route-cell-area",unit="um^2"} 9130
chip_impl_metric{name="vdd.ir_drop.worst",unit="uV"} 103
chip_impl_metric{name="holdPathStages",unit=""} 2
chip_impl_metric{name="drc",unit=""} 0
chip_impl_metric{name="synthCells",unit=""} 667
chip_impl_metric{name="h-tree-depth",unit=""} 4
chip_impl_info{name="cp_max_stage_cell",value="sky130_fd_sc_hd__clkdlybuf4s50_1"} 1
chip_impl_metric{name="cp_slowest_stage_delay",unit="ps"} 670
chip_impl_metric{name="synth-edff-count",unit=""} 0
chip_impl_metric{name="finalSetupViolCount",unit=""} 0
chip_impl_metric{name="internal_power",unit="mW"} 1.42
chip_impl_info{name="worst_path_dominant_cell_family",value="buffers and inverters"} 1
chip_impl_info{name="tritoncts_clock_tree",value="done"} 1
chip_impl_metric{name="hold_ws",unit="ps"} 537
chip_impl_metric{name="placed_cells",unit=""} 1041
chip_impl_info{name="dominant_register_cell",value="sky130_fd_sc_hd__dfrtp_1"} 1
chip_impl_metric{name="rows",unit=""} 57
chip_impl_info{name="critPathKind",value="in2reg"} 1
chip_impl_metric{name="layout.core_utilization",unit=""} 0.374
chip_impl_metric{name="finalSetupTns",unit="ps"} 0
chip_impl_metric{name="leak",unit="nW"} 3.66
chip_impl_info{name="critical_path.startpoint_type",value="primary input"} 1
chip_impl_info{name="outcome",value="completed"} 1
chip_impl_metric{name="max_ffs_per_register",unit=""} 128
chip_impl_metric{name="timing.critical_path.depth",unit=""} 5
chip_impl_metric{name="max_cap_violations",unit=""} 0
chip_impl_metric{name="initial_antenna_violation_count",unit=""} 0
chip_impl_metric{name="filler_free_cell_count_of_the_finished_design",unit=""} 1073
chip_impl_info{name="synth.top_cells.by_area",value="sky130_fd_sc_hd__dfrtp_1 (44%), sky130_fd_sc_hd__mux2_2 (9.6%), sky130_fd_sc_hd__dfxtp_1 (8.6%)"} 1
chip_impl_metric{name="power.density_cell_area",unit="nW/um^2"} 229
chip_impl_metric{name="detail_route.wl_per_cell",unit="um"} 17.9
chip_impl_metric{name="postSynthRegisterBits",unit=""} 164
chip_impl_metric{name="syn-cell-area",unit="um^2"} 7470
chip_impl_info{name="synthDominantAreaCellType",value="sky130_fd_sc_hd__dfrtp_1"} 1
chip_impl_metric{name="route.vias.total",unit=""} 5372
chip_impl_metric{name="synth_warnings",unit=""} 1
chip_impl_metric{name="crit_buf_inv",unit=""} 2
chip_impl_info{name="hold_path.class",value="reg2reg"} 1
chip_impl_metric{name="tritoncts.num_buffers",unit=""} 17
chip_impl_metric{name="floorplan.core_area",unit="um^2"} 24400
chip_impl_metric{name="die_h",unit="um"} 160
chip_impl_metric{name="clock_tree.buffer_depth",unit=""} 2
chip_impl_metric{name="slew_headroom",unit=""} 0.424
chip_impl_metric{name="period_minus_slack",unit="ps"} 3870
chip_impl_metric{name="post_cts_resized",unit=""} 0
chip_impl_metric{name="global_route.usage.total",unit=""} 0.160
chip_impl_metric{name="route.detailed.vias_per_inst",unit=""} 5.01
chip_impl_metric{name="syn_avg_cell_area",unit="um^2"} 11.2
chip_impl_info{name="clockRootBuffer",value="sky130_fd_sc_hd__clkbuf_16"} 1
chip_impl_metric{name="critical_path_peak_fanout",unit=""} 32
chip_impl_metric{name="synth.yosys.num_cells",unit=""} 667
chip_impl_info{name="rsz0062_at_grt",value="no"} 1
chip_impl_metric{name="power_frac_comb",unit=""} 0.218
chip_impl_metric{name="io-pin-count",unit=""} 75
chip_impl_metric{name="reg2regPathDepth",unit=""} 8
chip_impl_metric{name="skew",unit="ps"} 9.18
chip_impl_metric{name="worst_slew_pin_slew",unit="ps"} 864
chip_impl_metric{name="synth_sequential_area_ratio",unit=""} 0.528
chip_impl_metric{name="first_global_vias",unit=""} 5266
chip_impl_metric{name="cp_data_required_time",unit="ps"} 10500
chip_impl_metric{name="setup_ws",unit="ps"} 6330
chip_impl_metric{name="finalCritPeriodShare",unit=""} 0.379
chip_impl_metric{name="io_buffer_count",unit=""} 73
## cell type report
cell class	instances	area [um^2]
well taps	324	405
clock inverters	15	181
flip-flops and latches	164	3940
multi-input cells	469	3380
inverters	4	15.0
clock buffers	17	425
repair buffers	80	781
fillers	2339	15300
## cells by family after synthesis
logic type,synth area share
multiplexers,0.105
AND/OR/NAND/NOR,0.166
buffers and inverters,0.0201
flip-flops,0.528
XOR/XNOR,0.0704
AND-OR/OR-AND,0.108
adder cells (fa/ha/maj),0.00335
## cell usage in the layout (no fill, tap or decap), types with 27 or more instances in the layout
cell and instances:
sky130_fd_sc_hd__a22o_1 35, sky130_fd_sc_hd__clkdlybuf4s50_1 72, sky130_fd_sc_hd__dfrtp_1 132, sky130_fd_sc_hd__dfxtp_1 32, sky130_fd_sc_hd__mux2_2 64, sky130_fd_sc_hd__nand2_1 90, sky130_fd_sc_hd__nor2_1 38, sky130_fd_sc_hd__nor4_1 27
sky130_fd_sc_hd__o31ai_1 38, sky130_fd_sc_hd__xnor2_1 34
## worst register-to-register path: cells and delay by family, from the launching register on
family,cells,cell delay [ps]
DFF,1,400
buffers and inverters,1,430
AOI/OAI and AO/OA,1,210
and+or+nand+nor,6,2290
## final timing paths
path / from / endpoint / slack [ps]
worst max-delay path: avmms_address[1] / counter_reg[54] / 6330
worst min-delay path: counter_reg[58] / counter[58] / 540
worst max register to register: counter[50] / counter[51] / 6720
worst min register to register: counter_reg[58] / counter[58] / 540
max in group asynchronous: reset_n / counter_reg[14] / 6930
min in group asynchronous: reset_n / counter_reg[1] / 1570
## layer usage
| metal | up-vias | GRT usage | part of all wire | wire length, um |
|---|---|---|---|---|
| met1 | 2686 | 0.242 | 0.46 | 8910 |
| met3 | 19 | 0.0413 | 0.048 | 925 |
| met5 | - | 0 | 0 | 0 |
| met2 | 96 | 0.244 | 0.47 | 9050 |
| met4 | 0 | 0.0225 | 0.017 | 333 |
| li1 | 2571 | - | - | - |
## synthesized netlist by cell type, drive strengths merged (15+ instances only)
cell type  count
a22o          35
nor3          18
o31ai         38
nand3         15
nor2          38
dfrtp        132
xnor2         34
dfxtp         32
xor2          26
o21ai         22
clkbuf        20
nand2         92
nor4          32
mux2          64
## power groups by stage
stage / logic (mW) / clock network [mW] / registers [mW]
6_report: 0.456 / 0.660 / 0.973
4_1_cts: 0.460 / 0.673 / 0.972
5_1_grt: 0.508 / 0.703 / 0.997
No activity file was given, so power comes from the tool's default toggle rates.
